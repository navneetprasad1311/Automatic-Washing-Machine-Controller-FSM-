==> /design/flow/design.v <==
module clockdivider(
    input  wire clk,
    input  wire rst,
    output reg  c_out
);
    reg [27:0] count;
    always @(posedge clk or posedge rst) begin
        if (rst) begin
            count  <= 28'd0;
            c_out <= 1'b0;
        end 
        else if (count == 100000000) begin
            count  <= 28'd0;
            c_out <= 1'b1;
        end 
        else begin
            count  <= count + 1;
            c_out <= 1'b0;
        end
    end
endmodule
module AWMC(input c_in,
                  clk,  
                  reset,
                  start,
                  pause,
                  lid,
            output reg [2:0] stage,
            output reg done,
            output reg input_valve,
            output reg output_drain);
    parameter IDLE  = 3'b111,
              FILL  = 3'b000,
              WASH  = 3'b001,
              RINSE = 3'b010,
              SPIN  = 3'b011,
              STOP  = 3'b100,
              TIMER = 4'd10,
              VALVE_DURATION = 2'd2;
    reg [2:0] prev_state = IDLE;
    reg [3:0] count = 4'd0;
    reg running = 1'b0;
    reg paused = 1'b0;
    reg times = 1'b0;
    reg lidcond = 1'b0;
    reg pauser = 1'b0;
    always @(posedge c_in or posedge reset) begin
        if(reset) begin
            count <= 4'd0;
            input_valve <= 1'b0;
            output_drain <= 1'b0;
            stage <= IDLE;
            prev_state <= IDLE;
            running <= 1'b0;
            lidcond <= 1'b0;
            paused <= 1'b0;
            done <= 1'b0; 
        end
        else if(clk) begin
            if(pause) begin
                running <= 1'b0;
                if(stage != IDLE) 
                    prev_state <= stage;
                stage <= IDLE;
                paused <= 1'b1;
                input_valve <= 1'b0;
                output_drain <= 1'b0;
            end
            else if(pauser) begin
                if(stage != IDLE) 
                    prev_state <= stage;
                else if(prev_state == FILL && lid) begin
                    lidcond <= 1'b1;
                    pauser <= 1'b0;
                    times <= 1'b1;
                end
                else if((prev_state == WASH || prev_state == RINSE || prev_state == SPIN) && !lid) begin
                    lidcond <= 1'b1;
                    pauser <= 1'b0;
                end
                running <= 1'b0;
                stage <= IDLE;
                input_valve <= 1'b0;
                output_drain <= 1'b0;
            end
            else if(start || ((running || paused || lidcond) && !done)) begin
                running <= 1'b1;
                done <= 1'b0;
                if(count < TIMER) begin
                    count <= count + 1;
                end
                case (stage)
                    IDLE : begin
                        input_valve <= 1'b0;
                        output_drain <= 1'b0;
                        if(start && (!paused || !lidcond) && lid) begin
                            stage <= FILL;
                        end
                        if(paused || lidcond) begin
                            stage <= prev_state;
                            paused <= 1'b0;
                            lidcond <= 1'b0;
                        end 
                    end
                    FILL: begin
                        input_valve <= 1'b0;
                        output_drain <= 1'b0;
                        if(lid && !times)
                            pauser <= 1'b1;
                        else if(!pauser && !lid) begin
                            if (count == TIMER) begin
                                stage <= WASH;
                                count <= 4'd0;
                            end
                        end
                    end
                    WASH: begin
                        if(lid) begin
                            pauser <= 1'b1;
                        end
                        else if(!pauser) begin
                            if (count == TIMER) begin
                                stage <= RINSE;
                                count <= 4'd0;
                            end
                            else begin
                                output_drain <= 1'b0;
                                if(count < VALVE_DURATION)
                                    input_valve <= 1'b1;
                                else
                                    input_valve <= 1'b0;  
                            end 
                        end    
                    end
                    RINSE: begin
                        if(lid) begin
                            pauser <= 1'b1;
                        end
                        else if(!pauser) begin
                            if (count == TIMER) begin
                                stage <= SPIN;
                                count <= 4'd0;
                            end
                            else begin
                                case (count) 
                                    4'd0: begin input_valve <= 1'b0 ; output_drain <= 1'b1; end
                                    4'd2: begin input_valve <= 1'b1 ; output_drain <= 1'b0; end
                                    4'd4: begin input_valve <= 1'b0 ; output_drain <= 1'b1; end
                                    4'd6: begin input_valve <= 1'b1 ; output_drain <= 1'b0; end
                                    4'd8: begin input_valve <= 1'b0 ; output_drain <= 1'b1; end
                                    4'd10:begin input_valve <= 1'b0 ; output_drain <= 1'b1; end
                                endcase
                            end
                        end
                    end
                    SPIN: begin
                        if(lid) begin
                            pauser <= 1'b1;
                        end
                        else if(!pauser) begin
                            if (count == TIMER) begin
                                stage <= STOP;
                                count <= 4'd0;
                            end
                            else begin
                                input_valve <= 1'b0;
                                if(count < VALVE_DURATION)
                                    output_drain <= 1'b1;
                                else
                                    output_drain <= 1'b0;
                            end
                        end
                    end
                    STOP : begin
                        input_valve <= 1'b0;
                        output_drain <= 1'b0;
                        done <= 1'b1;
                        running <= 1'b0;
                        stage <= IDLE;
                    end
                endcase
            end 
        end
    end
endmodule
`timescale 1ns / 1ps
module top_module(
            input c_in,  
                  reset,
                  start,
                  pause,
                  lid,
            output [2:0] stage,
            output done,
            output input_valve,
            output output_drain
    );
    wire clk;
    clockdivider clk_div(.c_out(clk),.clk(c_in),.rst(reset));
    AWMC awmc(.c_in(c_in),.clk(clk),.reset(reset),.start(start),.pause(pause),.lid(lid),.stage(stage),.done(done),.input_valve(input_valve),.output_drain(output_drain));
endmodule
==> /design/flow/run.sh <==
#!/bin/bash
# OpenROAD 26Q1-2900-gdf79404cd8, Yosys 0.63+post, stock flow scripts
make -C /OpenROAD-flow-scripts/flow DESIGN_CONFIG=/design/flow/config.mk WORK_HOME=/design/flow/orfs finish
==> /design/flow/config.mk <==
export PLATFORM = sky130hd
export DESIGN_NAME = top_module
export DESIGN_NICKNAME = top_module
export VERILOG_FILES = /design/flow/design.v
export SDC_FILE = /design/flow/constraint.sdc
export NUM_CORES = 4
export LEC_CHECK = 1
export CORE_UTILIZATION = 40
==> /design/flow/constraint.sdc <==
current_design top_module

set clk_period 6.2
set clk_io_pct 0.2

create_clock -name clk0 -period $clk_period [get_ports {c_in}]

set non_clock_inputs [all_inputs -no_clocks]
set_input_delay [expr $clk_period * $clk_io_pct] -clock clk0 $non_clock_inputs
set_output_delay [expr $clk_period * $clk_io_pct] -clock clk0 [all_outputs]
==> results_slide.txt <==
Synthesis and Place & Route Summary

Logic synthesis
  – Post-Syn Instances: 261
  – Post-synthesis async set-or-reset flop share: 95.74%
  – Ys cells: 261
  – Yosys warning count: 2
  – Seq share, synth: 45.13%
  – Avg Inst Size Synth: 10.13 sq um
  – Post-synth EDFFs: 2
  – Most used flip-flop cell: dfrtp_1
  – Largest area contributor in the netlist: dfrtp_1
  – Cell area leaders: dfrtp_1 (37%), dfstp_2 (6.0%), xnor2_1 (5.3%), nand3_1 (4.2%), nor2_1 (3.0%)
  – Area leader share: 36.90%
  – Yosys reg bits: 47
  – Cell Area, Synth: 2645 sq um
  – Chip area in the Yosys report: 2645 sq um
  – Synth unique cells: 63

Worst setup path
  – Critical Path Fanout Max: 11
  – CP endpoint kind: flip-flop
  – FF-to-FF setup slack: 4140 ps
  – Reg2reg path depth: 5
  – Setup CP Type: primary input to flip-flop
  – Worst Setup EP: awmc.output_drain
  – Critical path arrival: 3070 ps
  – CP required: 6390 ps
  – RR Startpoint: awmc.stage[2]
  – FF-to-FF End: awmc.stage[0]
  – Crit path from: pause
  – Crit start category: primary input

Power and ir drop
  – Leakage: 1.239 nW
  – P per Cell Area: 193.7 nW/um^2
  – Maximum vdd ir drop: 0.1258 mV

Routing
  – Ant diodes: 0
  – Per-cell routed wire length: 14.29 um
  – DRC viols: 0
  – Via density: 5.380
  – Pre-antenna DRT Iters: 4
  – Routed Antenna Nets: 0
  – DR vias: 1,883
  – Initial DRC count: 101
  – Total Wirelength: 5002 um

Clock network
  – CTS clk-pin slew, worst paths: 90 ps
  – CTS buffer count: 5
  – TritonCTS sink count: 47
  – Root Driver: clkbuf_8
  – H-tree levels: 2
  – # hold bufs at CTS: 0
  – Post-cts sizing count: 0
  – Worst-Skew Late Latency: 300 ps
  – TritonCTS clock tree: done
  – Clock Tree Buf Depth: 2
  – Post-CTS setup buffer count: 0

GRT
  – Pin count of the biggest net entering global routing: 46
  – Initial antenna violation count: 0
  – Grt total ovfl: 0
  – Number of global-route vias before repair: 1,868
  – First-pass GRT wire length: 8790 um
  – GRT Overall Usage: 15.79%

Status
  – Status: finished, final reports clean

STA
  – Cycle use final: 46.56%
  – Pins Over Slew Limit: 0
  – Setup TNS: 0 ps
  – Worst Skew: 6.848 ps
  – Final Hold Vio Count: 0
  – Hold slack: 478.4 ps
  – Slew headroom: 61.87%
  – Unrepaired setup endpoints after global routing: false
  – Slew @ Worst Pin: 572.0 ps
  – # setup viols final: 0
  – Final min period: 2887 ps
  – Fmax: 346.4 MHz

Finish
  – Post-Layout Inst Area: 2934 sq um
  – Share of cells above drive strength 1: 14.29%
  – Layout area overhead: 10.93%
  – Filler cells: 578

Hold path
  – Min-delay worst type: flip-flop to flip-flop
  – Hold Crit Start: clk_div.count[27]

Die
  – Die height: 83.32 um
  – Chip width: 83.32 um
  – # rows: 29
  – Core region area: 6350 sq um
  – Ports: 11
  – Pre-Place Util: 41.66%
  – Die Size: 6941 sq um

Place
  – HPWL Detailed: 3405 um
  – Post-DP Area: 2806 sq um
  – I/O Buffers: 10
  – Placer congestion estimate: 0.8371

Run
  – OpenROAD warnings: 28
  – Number of max-cap violations: 0
## through the flow
step | std cells | total power [mW] | setup slack, ps | utilization (%)
after CTS | 350 | 0.5791 | 3347 | 46.21
after global placement | 342 | 0.3266 | 3060 | 44.20
final | 350 | 0.5684 | 3313 | 46.21
after global routing | 350 | 0.5946 | 3210 | 46.21
after floorplan | 261 | 0.3200 | 3725 | -
after detailed placement | 342 | 0.3266 | 3045 | 44.20
## cells in the mapped netlist (2+ instances only)
cell       n
o21a_1     3
or2_2      2
dfstp_2    6
nand4_1    7
dfrtp_1   39
nor2_1    21
nor2_2     9
nor2b_1    2
nor4_1     2
or3_1      2
clkbuf_1   4
buf_6      2
and3_1     7
mux2_4     3
ha_1       5
nand3b_1   4
o21ai_1    6
o21ai_0    3
xor2_1     8
nand2b_1   3
a31oi_1    2
nor3_1     5
nand2_1   16
inv_1     10
xnor2_1   16
a22o_1     2
a21oi_1    7
or2_1      2
nand3_1   22
nor4_4     3
nor4b_1    2
o211ai_1   2
o22a_1     3
edfxtp_1   2
## flip-flops by register name, summed over array words and instances (netlist names)
name               cells
clk_div.count         28
awmc.count             4
awmc.prev_state        3
awmc.stage             3
awmc.done              1
awmc.input_valve       1
awmc.lidcond           1
awmc.output_drain      1
awmc.paused            1
awmc.pauser            1
awmc.running           1
awmc.times             1
clk_div.c_out          1
## kinds of logic after synthesis
family | count (synthesis) | share of synthesized area (%)
AND-OR/OR-AND | 42 | 11.40
XOR/XNOR | 24 | 7.947
adder cells (fa/ha/maj) | 5 | 2.365
buffers and inverters | 18 | 3.311
flip-flops | 47 | 45.13
multiplexers | 4 | 2.081
other | 1 | 0.1418
AND/OR/NAND/NOR | 120 | 27.63
## how the worst min path moves through the flow
stage,to,slack [ps],depth (start not counted)
5_1_grt,clk_div.count[16],520,1
6_report,clk_div.count[27],480,1
4_1_cts,clk_div.count[27],480,1
## layout make-up
type                       instances  area, sq um  area share, %
clock inverter                     1        30.03          1.023
inverter                          10        37.54          1.279
clock buffer                       7        97.59          3.326
timing repair buffer              12        115.1          3.923
tap                               77        96.34          3.284
sequential                        47         1194          40.68
multi-input combinational        196         1364          46.48
## worst max-delay path, cell delays in order
cell	delay, ps
clkdlybuf4s50_1	590
or2_1	340
nand2_1	200
o21ai_2	130
o41a_1	250
mux2_4	320
## where the power goes
part | switching, mW | internal (mW) | total, mW
clock | 0.103 | 0.145 | 0.248
sequential | 0 | 0.308 | 0.308
combinational | 0.00836 | 0.00367 | 0.0120
total | 0.112 | 0.457 | 0.568
## layout by cell type (no fill, tap or decap), types with 3 or more instances in the layout
master	count
dfrtp_1	39
nand3_1	22
nor2_1	21
nand2_1	16
xnor2_1	16
clkdlybuf4s50_1	10
inv_1	9
nor2_2	9
xor2_1	8
and3_1	7
a21oi_1	7
nand4_1	7
o21ai_1	6
dfstp_2	6
nor3_1	5
ha_1	5
clkbuf_8	5
nand3b_1	4
nand2b_1	3
o21ai_0	3
o21a_1	3
nor4_4	3
mux2_4	3
o22a_1	3
## routing by layer
metal / vias to the layer above / track usage (%) / share of wire (%)
met5: - / 0 / 0
met4: 0 / 1.724 / 1.2
met3: 8 / 2.220 / 2.7
met2: 26 / 25.34 / 47
met1: 887 / 24.50 / 49
li1: 962 / - / -
Power figures rest on the tool's default switching activity, not on a simulated workload.
